<file path="run.sh">
#!/bin/bash
# OpenROAD 26Q1-2900-gdf79404cd8, Yosys 0.63+post, stock flow scripts
make -C /OpenROAD-flow-scripts/flow DESIGN_CONFIG=/design/flow/config.mk WORK_HOME=/design/flow/orfs finish
</file>
<file path="config.mk">
export PLATFORM = sky130hd
export DESIGN_NAME = multiplier
export DESIGN_NICKNAME = multiplier
export VERILOG_FILES = /design/flow/design.v
export SDC_FILE = /design/flow/constraint.sdc
export NUM_CORES = 4
export LEC_CHECK = 1
export CORE_UTILIZATION = 50
export SYNTH_HDL_FRONTEND = slang
</file>
<file path="constraint.sdc">
current_design multiplier

set clk_period 14.1
set clk_io_pct 0.2

create_clock -name clk0 -period $clk_period [get_ports {clk}]

set non_clock_inputs [all_inputs -no_clocks]
set_input_delay [expr $clk_period * $clk_io_pct] -clock clk0 $non_clock_inputs
set_output_delay [expr $clk_period * $clk_io_pct] -clock clk0 [all_outputs]
</file>
<file path="design.v">
module CSA (
    input wire [63:0] op1,
    input wire [63:0] op2,
    input wire [63:0] op3,
    output wire [63:0] ps,
    output wire [63:0] pc
);
    assign ps =  op1 ^ op2 ^ op3;
    assign pc = ((op1 & op2) | (op2 & op3) | (op1 & op3)) << 1;
endmodule
module multiplier
(
    input wire reset,
    input wire clk,
    input wire en,
    input wire [31:0] op1,
    input wire [31:0] op2,
    output reg [63:0] res,
    output reg val,
    output wire overflow
);
wire [32:0] op2_ex;
assign op2_ex = {{op2}, 1'b0};  
reg [63:0] middle_res [(30/2): 0];
reg ctr;
genvar i;
generate
    for(i = 31; i > 0; i = i - 2) begin: loop
        always @(posedge clk) begin
            if(en) begin
            middle_res[(i-1)/2] <= ( (op2_ex[i+1:i-1] == 3'b001) || (op2_ex[i+1:i-1] == 3'b010) ) ?  {{(32+1 - i){1'b0}}, {op1}, {(i-1){1'b0}}}    :  
                                   ( (op2_ex[i+1:i-1] == 3'b011)                                ) ?  {{(32+0 - i){1'b0}}, {op1}, {(i){1'b0}}}      :  
                                   ( (op2_ex[i+1:i-1] == 3'b101) || (op2_ex[i+1:i-1] == 3'b110) ) ? ~{{(32+1 - i){1'b0}}, {op1}, {(i-1){1'b0}}} + 1:  
                                   ( (op2_ex[i+1:i-1] == 3'b100)                                ) ? ~{{(32+0 - i){1'b0}}, {op1}, {(i){1'b0}}}   + 1:  
                                   64'b0;                                                                                                             
            end
        end
    end 
endgenerate
wire [63:0] layer_1_result [9:0];
CSA CSA_0_1(.op1(middle_res[0]), .op2(middle_res[1]), .op3(middle_res[2]), .ps(layer_1_result[0]), .pc(layer_1_result[1]));
CSA CSA_1_1(.op1(middle_res[3]), .op2(middle_res[4]), .op3(middle_res[5]), .ps(layer_1_result[2]), .pc(layer_1_result[3]));
CSA CSA_2_1(.op1(middle_res[6]), .op2(middle_res[7]), .op3(middle_res[8]), .ps(layer_1_result[4]), .pc(layer_1_result[5]));
CSA CSA_3_1(.op1(middle_res[9]), .op2(middle_res[10]), .op3(middle_res[11]), .ps(layer_1_result[6]), .pc(layer_1_result[7]));
CSA CSA_4_1(.op1(middle_res[12]), .op2(middle_res[13]), .op3(middle_res[14]), .ps(layer_1_result[8]), .pc(layer_1_result[9]));
wire [63:0] layer_2_result [5:0];
CSA CSA_0_2(.op1(layer_1_result[0]), .op2(layer_1_result[1]), .op3(layer_1_result[2]), .ps(layer_2_result[0]), .pc(layer_2_result[1]));
CSA CSA_1_2(.op1(layer_1_result[3]), .op2(layer_1_result[4]), .op3(layer_1_result[5]), .ps(layer_2_result[2]), .pc(layer_2_result[3]));
CSA CSA_2_2(.op1(layer_1_result[6]), .op2(layer_1_result[7]), .op3(layer_1_result[8]), .ps(layer_2_result[4]), .pc(layer_2_result[5]));
wire [63:0] layer_3_result [3:0];
CSA CSA_0_3(.op1(layer_2_result[0]), .op2(layer_2_result[1]), .op3(layer_2_result[2]), .ps(layer_3_result[0]), .pc(layer_3_result[1]));
CSA CSA_1_3(.op1(layer_2_result[3]), .op2(layer_2_result[4]), .op3(layer_2_result[5]), .ps(layer_3_result[2]), .pc(layer_3_result[3]));
wire [63:0] layer_4_result [3:0];
CSA CSA_0_4(.op1(layer_3_result[0]), .op2(layer_3_result[1]), .op3(layer_3_result[2]), .ps(layer_4_result[0]), .pc(layer_4_result[1]));
CSA CSA_1_4(.op1(layer_3_result[3]), .op2(middle_res[15]), .op3(layer_1_result[9]), .ps(layer_4_result[2]), .pc(layer_4_result[3]));
wire [63:0] layer_5_result [1:0];
CSA CSA_0_5(.op1(layer_4_result[0]), .op2(layer_4_result[1]), .op3(layer_4_result[2]), .ps(layer_5_result[0]), .pc(layer_5_result[1]));
wire [63:0] layer_6_result [1:0];
CSA CSA_0_6(.op1(layer_5_result[0]), .op2(layer_5_result[1]), .op3(layer_4_result[3]), .ps(layer_6_result[0]), .pc(layer_6_result[1]));
assign overflow = ~(res[63:32] == 33'b0);
always @(posedge clk) begin
    if(reset)
        ctr <= 0;
    else begin
        if(en)
            ctr <= 1;
        if(ctr & ~en)
            ctr <= 0;
    end
end
always @(posedge clk) begin
    if(reset)
        val <= 0;
    else begin
        if(en & ~ctr)
            val <= 0;
        if(ctr)
            val <= 1;
    end
end
always @(posedge clk) begin
    if(ctr & ~reset)
        res <= layer_6_result[1] + layer_6_result[0];
end
endmodule
</file>
==> results_slide.txt <==
Synthesis and Place & Route Summary

Synthesis
  • Post-synthesis register bit count: 850
  • Compound Share, Synth: 22.18%
  • Adder share: 20.58%
  • Multiplexer share: 1.212%
  • Syn avg cell area: 9.598 um^2
  • Xor/xnor share: 2.450%
  • Dominant comb cell: AND-OR/OR-AND gates
  • Async set-reset flop share out of synthesis: 0%
  • Yosys Warn Count: 0
  • Ys cells: 7,280
  • Simple-Gate Area Share: 8.121%
  • Cell count after synthesis: 7,280
  • Post-synth seq share: 36.50%
  • Post-synth top flop: edfxtp_1
  • EDFF count, synth: 848
  • Mapped cell area: 0.06987 mm^2
  • Synth cell types: 81
  • Area reported by Yosys stat: 0.06987 mm^2

CTS
  • Clock root cell: clkbuf_16
  • CTS tree: yes
  • PostCTS Resize Cnt: 0
  • Clock buffer depth: 3
  • CTS H-tree depth: 3
  • CTS Buf Count: 101
  • TritonCTS Sinks: 850
  • Clock slew at the register clock pins of the worst setup and hold paths: 0.06 ns
  • Latency at later pin: 0.74 ns
  • CTS Hold Bufs: 0
  • # Post-CTS Setup Buffers: 0

Flow run
  • Number of logged tool warnings: 28
  • Number of max-cap violations: 0

Setup path
  • CP max-delay cell: and4_1
  • CP Class: in -> reg
  • Startpoint types: input pin
  • CP Max Fanout: 33
  • CP most frequent cell: buf_4
  • Crit path DAT: 8.45 ns
  • Crit-path max cell delay: 0.65 ns
  • Critical path capture point type: flop
  • WP data required: 14.55 ns
  • CP Cell Sequence: clkdlybuf4s50_1 -> buf_4 -> inv_1 -> ha_1 -> or3b_1 -> nor4_4 -> and4_1 -> nand4b_4 -> buf_4 -> nor3_4 -> buf_4 -> nor2_1 -> buf_4 -> a22oi_2 -> nor2_1

Final layout
  • Fill count: 11.71k
  • Share of cells above drive strength 1: 7.261%
  • Area Growth Syn to Fin: 8.352%
  • Finished Layout Cells: 8,905
  • Register area: 0.02550 mm^2
  • Logic area: 0.03852 mm^2
  • Fin area: 0.07571 mm^2

Detailed routing
  • Final WL: 280.1 mm
  • DR DRC count: 0
  • Number of antenna-violating nets in the routed design: 0
  • WL/cell: 31.46 um
  • Vias/cell: 6.505
  • First DRT Iteration DRCs: 6,467
  • Via count: 57.92k
  • First-pass iteration count of the detailed router: 9

STA
  • Final worst path period need: 7.998 ns
  • Fmax: 125.0 MHz
  • Rel. slew slack: 12.65%
  • Unrepaired setup endpoints after global routing: false
  • Cycle use final: 56.72%
  • Final worst slack: 6.102 ns
  • Final Hold Viols: 0
  • Clk_skew: 0.03775 ns
  • Sum of negative setup slack: 0 ns
  • Tightest Pin Transition: 1.306 ns
  • Final Max Tran Viols: 0
  • Final setup viols: 0

GRT
  • Vias in the first global route: 55.74k
  • Initial antenna violation count: 13
  • Total global routing overflow: 0
  • Pin count of the biggest net entering global routing: 104
  • Gr usage total: 43.24%
  • First-pass GRT wire length: 400.2 mm

Outcome
  • Status: completed

Placed design
  • DP Wirelength: 194.1 mm
  • Placed Instances: 8,719
  • Place WS: 5.493 ns
  • Port Buffers: 132
  • GPL Wtd Cong: 1.034
  • DP Area: 0.07248 mm^2

Die
  • FP Rows: 136
  • Fp_density: 50.63%
  • Core Box Area: 0.1380 mm^2
  • Ports: 133
  • Die X: 375.8 um
  • Chip area: 0.1412 mm^2
  • Die height: 375.8 um

Hold path
  • Hold WC Path Type: reg -> reg
-- cell families after synthesis --
kind of cell | count (synthesis)
compound gates | 2500
xor+xnor | 192
fa+ha+maj | 767
buf+inv | 1655
flops | 850
mux | 83
simple gates | 1233
-- state kept, by name, indices dropped and copies added, names as in the netlist --
signal,cells
middle_res,784
ctr,1
val,1
res,64
-- path summary, 6_finish.rpt --
path                            from                  to  slack [ns]  cells past startpoint
setup / recovery              op1[0]  middle_res[0][113]        6.10                     15
hold / removal      middle_res[0][1]              res[1]        0.42                      0
setup reg to reg  middle_res[1][227]             res[49]        6.47                     19
hold reg to reg     middle_res[0][1]              res[1]        0.42                      0
-- Yosys cell counts (32+ instances only) --
cell type    n  area [um^2]
buf_1       57        214.0
nor3_1      38        190.2
o21ai_0    958         4795
edfxtp_1   848        25460
a211oi_1    32        240.2
inv_1      863         3239
a22oi_1    110        825.8
xnor2_1    139         1217
nor2_1     311         1167
a211o_1     44        385.4
a21o_1      37        277.8
fa_1       637        12750
clkbuf_1   709         2661
nor2b_1     32        200.2
xor2_1      49        429.2
nand2b_1    45        281.5
and3_1     186         1164
a221oi_1   263         2303
o21a_1      44        330.3
o211ai_1    36        270.3
mux2i_1     79        790.8
ha_1       130         1627
nand2_1    513         1926
a21oi_1    628         3143
o22a_1      88        770.7
-- layout make-up --
type / instances / area share [%]
tap: 1863 / 3.079
clock buffer: 125 / 3.540
sequential: 850 / 33.69
multi-input combinational: 4775 / 50.88
clock inverter: 57 / 0.7156
inverter: 865 / 4.289
timing repair buffer: 366 / 3.801
antenna: 4 / 0.01322
-- layer usage --
metal	global-route usage [%]	vias to the layer above	wire length, um
met5	9.640	-	1923
met4	16.16	50	14680
met3	35.00	812	58670
met2	55.60	4612	114000
met1	54.40	27550	90840
li1	-	24900	-
-- metrics by stage --
stage | hold WS, ns | util (%)
after floorplan | 0.4003 | -
after global placement | 0.4037 | 52.52
after detailed placement | 0.4061 | 52.52
after CTS | 0.4206 | 54.85
after global routing | 0.4284 | 54.86
final | 0.4214 | 54.86
-- critical path: cells and delay by family --
kind | cells | cell delay (ns)
fa+ha+maj | 1 | 0.50
simple gates | 7 | 2.22
compound gates | 1 | 0.59
buf+inv | 6 | 2.20
-- placed cells by master, fill, tap and decap left out, types with 17 or more instances in the layout --
cell type,Yosys,final
o21ai_0,958,958
inv_1,863,862
edfxtp_1,848,848
fa_1,637,637
a21oi_1,628,628
nand2_1,513,513
nor2_1,311,311
a221oi_1,263,263
buf_4,4,255
and3_1,186,186
ha_1,130,130
xnor2_1,139,113
a22oi_1,110,110
clkbuf_16,0,103
o22a_1,88,88
mux2i_1,79,79
clkdlybuf4s50_1,0,74
nand2b_1,45,45
o21a_1,44,44
a211o_1,44,44
nor3_1,38,38
a21o_1,37,37
o211ai_1,36,36
buf_2,19,33
a211oi_1,32,32
xor2_1,49,32
o221ai_1,31,31
nor2b_1,32,30
o31ai_1,29,29
a22o_1,29,29
a31oi_1,28,28
a221o_1,26,26
xnor2_2,4,25
and2_1,23,24
clkinv_1,2,23
clkbuf_1,709,20
nand4_1,18,18
nand3_1,18,18
o22ai_1,17,17
