**/design/flow/design.v**
```verilog
module shear_FIFO
#(
    parameter FIFO_DEPTH = 100,
    parameter DATA_WIDTH = 8
)
(
    input wire clk,
    input wire reset,
    input wire rd_en,
    output reg [DATA_WIDTH -1:0] rd_data,
    output reg rd_val,
    input wire wr_en,
    input wire [DATA_WIDTH -1:0] wr_data,
    output reg wr_ready
);
parameter MEMORY_CNT_SIZE = $clog2(FIFO_DEPTH);
reg [MEMORY_CNT_SIZE -1:0] tail;   
reg [DATA_WIDTH -1:0] mem [FIFO_DEPTH -1:0];  
assign wr_ready = tail < FIFO_DEPTH;
always @(posedge clk) begin
    if(reset)
        tail <= 0;     
    else if(wr_en & ~rd_en & wr_ready)              
        tail <= tail + 1;             
    else if(rd_en & ~wr_en & wr_ready)begin
        if(tail != 0)
            tail <= tail - 1;
    end
end
always @(posedge clk) begin
    if(reset)
        rd_val <= 0;
    else if(rd_en) begin
        if((tail != 0) || wr_en)     
            rd_val <= 1;
        else                         
            rd_val <= 0;
    end
end
always @(posedge clk) begin
    if(reset)
        rd_data <= 0;
    else if(rd_en) begin
        if(tail != 0)             
            rd_data <= mem[0];
        else if(wr_en)
            rd_data <= wr_data;
    end
end
genvar i;
generate
for(i = 0; i < FIFO_DEPTH - 1; i = i + 1) begin: loop
    always @(posedge clk) begin    
        if(wr_en & ~rd_en & ~reset & (tail == i) & wr_ready)
            mem[i] <= wr_data;
        else if(wr_en & rd_en & (tail != 0) & (tail - 1 == i) & wr_ready)
            mem[i] <= wr_data;
        else if(rd_en & ~reset)
                mem[i] <= mem[i + 1];
    end
end
endgenerate
endmodule
```
**/design/flow/run.sh**
```bash
#!/bin/bash
# OpenROAD 26Q1-2900-gdf79404cd8, Yosys 0.63+post, stock flow scripts
make -C /OpenROAD-flow-scripts/flow DESIGN_CONFIG=/design/flow/config.mk WORK_HOME=/design/flow/orfs finish
```
**/design/flow/config.mk**
```make
export PLATFORM = sky130hd
export DESIGN_NAME = shear_FIFO
export DESIGN_NICKNAME = shear_FIFO
export VERILOG_FILES = /design/flow/design.v
export SDC_FILE = /design/flow/constraint.sdc
export NUM_CORES = 4
export LEC_CHECK = 1
export CORE_UTILIZATION = 30
export SYNTH_HDL_FRONTEND = slang
```
**/design/flow/constraint.sdc**
```tcl
current_design shear_FIFO

set clk_period 16.8
set clk_io_pct 0.2

create_clock -name clk0 -period $clk_period [get_ports {clk}]

set non_clock_inputs [all_inputs -no_clocks]
set_input_delay [expr $clk_period * $clk_io_pct] -clock clk0 $non_clock_inputs
set_output_delay [expr $clk_period * $clk_io_pct] -clock clk0 [all_outputs]
```
==> qor.csv <==
stage,metric,value,unit
outcome,status,finished clean,
worst_setup_path,FF-to-FF End,mem[1][194],
grt,initial antenna violation count,4,
route,Iter 0 DRT Violations,1560,
die,Initial Utilization,0.302,
synthesis,Synth Seq Share,0.645,
route,routed len/inst,23.2,um
timing,achievable clock frequency,0.158,GHz
power_and_ir_drop,Seq pwr share,0.484,
synthesis,"XOR Share, Synth",0.000703,
power_and_ir_drop,Logic pwr share,0.136,
route,diode count,0,
finish,Flop area,24100,sq um
finish,Area Overhead vs Synth,13.4,%
route,Post-Route WL,93200,um
synthesis,Yosys Chip Area,37400,sq um
timing,Setup Skew,25.3,ps
clock_tree,post-cts hold buffer count,0,
grt,total track usage,0.157,
clock_tree,TritonCTS clock tree,done,
finish,Final Util,0.343,
timing,cycle use final,0.378,
synthesis,yosys cell count,2280,
die,Die Width,355,um
power_and_ir_drop,P_leak,13.6,nW
place,GPL Wtd Cong,0.941,
synthesis,Ys Warns,0,
synthesis,Netlist cell types,73,
place,PortBufs,21,
clock_tree,Max clock buf depth,3,
clock_tree,Sink Count,808,
clock_tree,H-tree Lvls,3,
clock_tree,CTS Buf Count,86,
worst_hold_path,HP Start,rd_data[7],
power_and_ir_drop,Psw,1.24,mW
synthesis,"EDFF count, synth",792,
grt,largest net degree at the start of global routing,48,
finish,logic area,12600,sq um
timing,fin. max-slew vios,0,
power_and_ir_drop,peak supply drop,73.5,uV
timing,slew of the pin with the lowest slew margin,1240,ps
power_and_ir_drop,Power Dens Cells,116,nW/um^2
worst_setup_path,type of element launching the critical path,input pin,
die,Rows,129,
power_and_ir_drop,Switching Share,0.251,
synthesis,Synth Register Bits,808,
power_and_ir_drop,Internal,3.69,mW
worst_setup_path,WP data required,17050,ps
synthesis,Synth Cell Area,37400,sq um
die,core footprint,124000,sq um
timing,final hold viol count,0,
worst_hold_path,Hold Path Class,flip-flop to flip-flop,
place,Post-DP HPWL,60000,um
grt,vias in the first global route,22200,
synthesis,"AND/OR/NAND/NOR Cells, Area Fraction",0.0306,
timing,Slew HR,0.176,
finish,fillers,11500,
synthesis,Adder Area Share,0.00167,
grt,Overflow after GRT,0,
clock_tree,Root Buffer,clkbuf_16,
route,Via density,5.12,
worst_setup_path,CP max FO,18,
worst_setup_path,R2R Path Start,tail[0],
clock_tree,cts repair resizes,0,
run,max-cap viol count,0,
grt,first-pass GRT wire length,142000,um
timing,Final min period,6350,ps
run,Tool Warnings,29,
worst_setup_path,Arrival @ worst endpoint,6590,ps
clock_tree,Worst-path clk slew,60,ps
clock_tree,Skew-Pair Late Insertion Delay,660,ps
synthesis,Syn Inst Count,2280,
timing,Final TNS setup,0,ps
power_and_ir_drop,Clock Power Share,0.380,
synthesis,Synth logic family,multiplexers,
worst_setup_path,CP Class,input pin to flip-flop,
synthesis,AO/OA Area Share,0.0674,
worst_setup_path,"reg-to-reg slack, setup",12530,ps
synthesis,Most common reg cell,edfxtp_1,
die,die area,126000,sq um
route,first-pass iteration count of the detailed router,5,
route,DRC viols,0,
synthesis,mux share,0.236,
worst_hold_path,Hold Path Cell Cnt,2,
timing,RSZ-0062 raised after global routing,false,
clock_tree,postcts setup bufs,0,
worst_hold_path,Hold Path End,rd_data[7],
synthesis,Avg Inst Size Synth,16.4,sq um
die,vertical die size,355,um
worst_setup_path,Worst Setup End Kind,flip-flop,
finish,share of layout cells above drive strength 1,0.461,
timing,Setup Viol. Count Final,0,
route,DR vias,20600,
route,"antenna viol nets, final",0,
die,Boundary Pins,22,
worst_setup_path,FF-to-FF path depth,6,
synthesis,ys async rst share,0,
[power groups by stage]
| stage | clock network, mW | registers (mW) | logic (mW) |
|---|---|---|---|
| finish | 1.87 | 2.39 | 0.671 |
| CTS | 1.92 | 2.39 | 0.670 |
| global route | 1.99 | 2.40 | 0.717 |
[metal layers]
metal,up-vias,global-route usage,part of all wire
met4,10,0.0416,0.031
li1,9094,-,-
met1,10200,0.211,0.40
met3,187,0.0817,0.12
met5,-,0.00377,0.0013
met2,1029,0.229,0.45
[area by class of cell]
class | count | share of cell area
Multi-Input combinational cell | 1301 | 0.297
Timing Repair Buffer | 106 | 0.0195
Clock inverter | 43 | 0.0117
Sequential cell | 808 | 0.568
Inverter | 14 | 0.00124
Clock buffer | 110 | 0.0541
Tap cell | 1637 | 0.0483
[layout by cell type (no fill, tap or decap), types with 4 or more instances in the layout]
cell / n
ha_1: 5
nand2_1: 82
clkinv_1: 13
a31oi_1: 5
clkbuf_1: 20
mux2i_1: 9
mux2_2: 739
nor3_1: 6
dfxtp_1: 16
nand3_1: 24
nand2b_1: 6
a211oi_1: 10
a21oi_1: 28
nor3b_1: 5
bufinv_16: 9
a221o_1: 6
nor2b_1: 5
o21ai_2: 43
clkbuf_16: 87
edfxtp_1: 792
o21ai_0: 25
a21oi_4: 20
a21oi_2: 34
and3_1: 6
nor2_1: 43
a31oi_2: 4
mux2_4: 16
inv_1: 14
clkdlybuf4s50_1: 13
a21boi_1: 4
or3_1: 4
o211ai_1: 23
o21ai_1: 8
clkinv_2: 14
buf_4: 93
o221ai_1: 62
mux2_1: 14
nor3_2: 4
and2_1: 4
[flip-flops by register name, summed over array words and instances, names as in the netlist]
name / cells
tail: 7
mem: 792
rd_data: 8
rd_val: 1
[metrics by stage]
step	setup WS [ps]	instance area [sq um]	total power, mW	hold WS [ps]	cells
2_1_floorplan	10800	37400	2.88	433	2280
3_3_place_gp	9830	39600	3.09	500	3866
3_5_place_dp	9860	39600	3.09	502	3866
4_1_cts	10480	42400	4.97	506	4019
5_1_grt	10250	42400	5.10	531	4019
6_report	10450	42400	4.93	505	4019
[worst max path at each step]
| stage | start | end | slack [ps] | depth (start not counted) |
|---|---|---|---|---|
| CTS | tail[2] | wr_ready | 10480 | 4 |
| global route | wr_en | mem[1][148] | 10250 | 5 |
| finish | wr_en | mem[0][107] | 10450 | 6 |
[cells by family after synthesis]
logic type	after synthesis
AOI/OAI and AO/OA	295
muxes	778
DFF	808
buffers and inverters	171
xor gates and xnor gates	3
and+or+nand+nor	220
adders and majority gates	5
[critical path: stages]
cell and delay, ps:
clkdlybuf4s50_1 850, and3_1 290, a21boi_1 530, o21ai_1 390, buf_4 280, o221ai_1 870
[Yosys cell counts (4+ instances only)]
cell | n | share of area
o221ai_1 | 62 | 0.015
buf_6 | 4 | 0.0012
a221o_1 | 6 | 0.0016
or3_1 | 4 | 0.00067
a21boi_1 | 4 | 0.00080
a31oi_1 | 5 | 0.00084
a21oi_4 | 20 | 0.0087
nor3_1 | 7 | 0.00094
a31oi_2 | 4 | 0.0013
buf_4 | 4 | 0.00080
nand2_1 | 83 | 0.0083
dfxtp_1 | 16 | 0.0086
nand2b_1 | 6 | 0.0010
ha_1 | 5 | 0.0017
o21ai_0 | 25 | 0.0033
o21ai_2 | 43 | 0.010
a21oi_2 | 34 | 0.0080
nand3_1 | 24 | 0.0032
mux2_2 | 739 | 0.22
mux2_1 | 14 | 0.0042
nor2b_1 | 5 | 0.00084
a21oi_1 | 28 | 0.0037
buf_2 | 22 | 0.0029
mux2i_1 | 9 | 0.0024
nor2_1 | 44 | 0.0044
buf_1 | 11 | 0.0011
o21ai_1 | 8 | 0.0011
and3_1 | 6 | 0.0010
nor3b_1 | 5 | 0.0010
and2_1 | 4 | 0.00067
a211oi_1 | 10 | 0.0020
inv_1 | 14 | 0.0014
mux2_4 | 16 | 0.0064
clkbuf_1 | 116 | 0.012
o211ai_1 | 23 | 0.0046
edfxtp_1 | 792 | 0.64
No activity file was given, so power comes from the tool's default toggle rates.
